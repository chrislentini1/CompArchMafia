==> flow/run.sh <==
#!/bin/bash
# OpenROAD 26Q1-2900-gdf79404cd8, Yosys 0.63+post, stock flow scripts
make -C /OpenROAD-flow-scripts/flow DESIGN_CONFIG=/design/flow/config.mk WORK_HOME=/design/flow/orfs finish
==> flow/config.mk <==
export PLATFORM = sky130hd
export DESIGN_NAME = mux2to1_64bit
export DESIGN_NICKNAME = mux2to1_64bit
export VERILOG_FILES = /design/flow/design.v
export SDC_FILE = /design/flow/constraint.sdc
export NUM_CORES = 4
export LEC_CHECK = 1
export CORE_AREA = 10 10 83 83
export DIE_AREA = 0 0 93 93
==> flow/constraint.sdc <==
current_design mux2to1_64bit

set clk_period 1.0
set clk_io_pct 0.2

create_clock -name clk0 -period $clk_period

set non_clock_inputs [all_inputs -no_clocks]
set_input_delay [expr $clk_period * $clk_io_pct] -clock clk0 $non_clock_inputs
set_output_delay [expr $clk_period * $clk_io_pct] -clock clk0 [all_outputs]
==> flow/design.v <==
module mux2to1_64bit(F, S, I0, I1);
input [63:0] I0, I1;
input S;
output [63:0] F;
assign F = S ? I1 : I0;
endmodule
==> Changelog: implementation <==
### Metrics

- Status: complete, but fails checks
- Failing checks: negative setup slack
- Hold Crit Class: in2out
- Pwr per Cell Area: 405.1 nW/um^2
- Synthesis-to-finish area growth: 194.4%
- Most frequent cell after synthesis: mux2_4
- Vias/cell: 4.029
- DIE HEIGHT: 93 um
- Tool warnings: 35
- Mapped Avg Cell Area: 15.17 um^2
- Max-slew violation count: 0
- VDD IR-drop max: 188.9 uV
- Critical Path AT: 1.00 ns
- Antenna Nets Post-Route: 0
- Synth Cell Area: 1077 um^2
- Global route overflow: 0
- Flop area: 0 um^2
- Area share, top type: 83.62%
- Die span in x: 93 um
- # Cells Yosys: 71
- Largest net degree at the start of global routing: 9
- # clk buffers: 0
- Max-Cap Viols: 0
- Final setup viols: 64
- Slew margin rel.: 94.34%
- Row count: 26
- Cells on Worst Hold Path: 3
- Final Hold Fails: 0
- Layout cells sized above 1: 52.77%
- Vias: 1,382
- Seq/Total Area, Yosys: 0%
- Startpoint Class: primary input
- Port Buf Inserts: 193
- Core Footprint: 5140 um^2
- Crit-path max FO: 5
- Main area contributors: mux2_4 (84%), buf_12 (11%), mux2_2 (4.2%)
- Yosys stat chip area: 1077 um^2
- WS Path Type: in2out
- Setup TNS: -6.260 ns
- Final min period: 1.204 ns
- Final WL: 6883 um
- Routability cong.: 0.8385
- Tot GR Track Use: 14.66%
- DR DRC count: 0
- Synth area leader: mux2_4
- First-pass GRT wire length: 9846 um
- DRT iter0 DRCs: 13
- Cells after Synth: 71
- CP Capture Type: output pin
- Worst Max-Slew Pin Slew: 0.08485 ns
- Crit path DRT: 0.80 ns
- Worst setup margin: -0.2037 ns
- Number of primary I/O pins: 193
- F_max: 830.8 MHz
- Post-synth top cells: mux2_4 (60), buf_12 (6), mux2_2 (4)
- Pre-CTS setup slack: -0.5332 ns
- Fillcell total: 476
- Leakage: 1.774 nW
- Vias in the first global route: 1,610
- Antenna violations before repair: 2
- DPL Wire Length: 6123 um
- Pre-Repair DR Iteration Count: 2
- Warnings from Yosys: 0
- Die Area: 8649 um^2
- Flop count: 0
- Netlist cell types: 4
- Initial Util: 20.96%
- Routed wire length per instance: 20.07 um
- RSZ-0062 raised after global routing: true
- Hold_buf cts: 0
- Post-route clock period utilization: 120.4%
- Utilization after layout: 61.71%
==> report_power, final <==
part / switching, W / total, W / internal, W / leakage [nW]
combinational: 0.000293 / 0.00128 / 0.000992 / 1.77
sequential: 0 / 0 / 0 / 0
clock: 0 / 0.000000000268 / 0.000000000268 / 0.0000127
==> metal layers <==
layer  part of all wire [%]  vias up  global-route usage, %
li1                       -      675                      -
met1                     32      634                  14.34
met2                     59       73                  29.44
met3                    8.8        0                  5.170
met4                      0        0                  1.285
met5                      0        -                      0
==> logic make-up (layout without fill, tap and decap cells) <==
group	count (synthesis)	in the layout	synth area share (%)
buffers and inverters	7	207	12.20
other	0	2	0
multiplexers	64	64	87.80
==> critical path, cell delays in order <==
cell and delay [ns]:
buf_16 0.13, buf_12 0.14, buf_12 0.13, mux2_4 0.30, buf_6 0.11
==> through the flow <==
| stage | cell area (um^2) | cells | total power (W) | hold slack, ns |
|---|---|---|---|---|
| finish | 3172 | 343 | 0.001285 | 0.6955 |
| global route | 3172 | 343 | 0.001373 | 0.7056 |
| CTS | 3147 | 344 | 0.001311 | 0.7989 |
| detailed placement | 3070 | 333 | 0.001350 | 1.369 |
| global placement | 3070 | 333 | 0.001349 | 1.369 |
| floorplan | 1077 | 71 | 0.0004080 | 0.4977 |
==> layout make-up <==
cell class,count,area (um^2),area share [%]
multi-input cells,64,957.2,30.18
diodes,2,5.005,0.1578
repair buffers,207,2122,66.90
well taps,70,87.58,2.761
==> what timing repair did <==
item	in CTS	in global routing
setup buffers	5	0
gates cloned	6	0
resized	342	27
endpoints found under the setup margin	64	64
==> final timing paths <==
path                  endpoint  slack (ns)  start
worst max-delay path     F[45]       -0.20      S
worst min-delay path      F[0]        0.70  I0[0]
==> layout by cell type (no fill, tap or decap), types with 2 or more instances in the layout <==
cell type        synthesis  layout
clkdlybuf4s50_1          0      21
buf_16                   0       5
buf_6                    1      43
dlygate4sd2_1            0      93
buf_12                   6       9
diode_2                  0       2
buf_2                    0      21
mux2_4                  60      63
dlymetal6s2s_1           0      14
Power figures rest on the tool's default switching activity, not on a simulated workload.
