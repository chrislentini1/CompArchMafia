$ cat design/flow/config.mk
export PLATFORM = sky130hd
export DESIGN_NAME = datapath
export DESIGN_NICKNAME = datapath
export VERILOG_FILES = /design/flow/design.v
export SDC_FILE = /design/flow/constraint.sdc
export NUM_CORES = 4
export LEC_CHECK = 1
export CORE_UTILIZATION = 50
$ cat design/flow/constraint.sdc
current_design datapath

set clk_period 453.6
set clk_io_pct 0.2

create_clock -name clk0 -period $clk_period [get_ports {clock}]

set non_clock_inputs [all_inputs -no_clocks]
set_input_delay [expr $clk_period * $clk_io_pct] -clock clk0 $non_clock_inputs
set_output_delay [expr $clk_period * $clk_io_pct] -clock clk0 [all_outputs]
$ cat design/flow/design.v
module ALU_LEGv8(A, B, FS, Cin, F, status);
	input [63:0] A, B;  
	input [4:0]FS;  
	input Cin;  
	output [63:0]F;  
	output [3:0]status;  
	wire Z, N, Cout, V;
	assign status = {V, Cout, N, Z};  
	wire [63:0] A_Signal, B_Signal;
	assign A_Signal = FS[1] ? ~A : A;  
	assign B_Signal = FS[0] ? ~B : B;  
	assign N = F[63];
	assign Z = (F == 64'b0) ? 1'b1 : 1'b0;
	assign V = ~(A_Signal[63] ^ B_Signal[63]) & (F[63] ^ A_Signal[63]);
	wire [63:0]and_output, or_output, xor_output, add_output, shift_left, shift_right;
	assign and_output = A_Signal & B_Signal;
	assign or_output = A_Signal | B_Signal;
	assign xor_output = A_Signal ^ B_Signal;
	carry_lookahead_64bits cla(add_output, Cout, A_Signal, B_Signal, Cin);
	Shifter shift_inst (A, B[5:0], shift_left, shift_right);
	Mux8to1_64bit main_mux (F, FS[4:2], and_output, or_output, add_output, xor_output, shift_left, shift_right, 64'b0, 64'b0);
endmodule 
module Mux8to1_64bit(F, S, I0, I1, I2, I3, I4, I5, I6, I7);
	input [63:0]I0, I1, I2, I3, I4, I5, I6, I7;
	input [2:0]S;
	output [63:0]F;
	assign F = S[2] ? (S[1] ? (S[0] ? I7 : I6) : (S[0] ? I5 : I4)) : (S[1] ? (S[0] ? I3 : I2) : (S[0] ? I1 : I0));
endmodule 
module RegisterFile32x64(A, B, SA, SB, D, DA, W, reset, clock, r0, r1, r2, r3, r4, r5, r6, r7);
	output [63:0]A;  
	output [63:0]B;  
	input [4:0]SA;  
	input [4:0]SB;  
	input [63:0]D;  
	input [4:0]DA;  
	input W;  
	input reset;  
	input clock;
	output [15:0] r0, r1, r2, r3, r4, r5, r6, r7;  
	wire [31:0]m; 
	wire [31:0]load_enable; 
	decoder5to32 decoder (DA, m); 
	assign load_enable = m & {32{W}};
	wire [63:0]R00, R01, R02, R03, R04, R05, R06, R07, R08, R09;
	wire [63:0]R10, R11, R12, R13, R14, R15, R16, R17, R18, R19;
	wire [63:0]R20, R21, R22, R23, R24, R25, R26, R27, R28, R29;
	wire [63:0]R30, R31;
	reg64 reg00 (R00, D, load_enable[0], reset, clock);
	reg64 reg01 (R01, D, load_enable[1], reset, clock);
	reg64 reg02 (R02, D, load_enable[2], reset, clock);
	reg64 reg03 (R03, D, load_enable[3], reset, clock);
	reg64 reg04 (R04, D, load_enable[4], reset, clock);
	reg64 reg05 (R05, D, load_enable[5], reset, clock);
	reg64 reg06 (R06, D, load_enable[6], reset, clock);
	reg64 reg07 (R07, D, load_enable[7], reset, clock);
	reg64 reg08 (R08, D, load_enable[8], reset, clock);
	reg64 reg09 (R09, D, load_enable[9], reset, clock);
	reg64 reg10 (R10, D, load_enable[10], reset, clock);
	reg64 reg11 (R11, D, load_enable[11], reset, clock);
	reg64 reg12 (R12, D, load_enable[12], reset, clock);
	reg64 reg13 (R13, D, load_enable[13], reset, clock);
	reg64 reg14 (R14, D, load_enable[14], reset, clock);
	reg64 reg15 (R15, D, load_enable[15], reset, clock);
	reg64 reg16 (R16, D, load_enable[16], reset, clock);
	reg64 reg17 (R17, D, load_enable[17], reset, clock);
	reg64 reg18 (R18, D, load_enable[18], reset, clock);
	reg64 reg19 (R19, D, load_enable[19], reset, clock);
	reg64 reg20 (R20, D, load_enable[20], reset, clock);
	reg64 reg21 (R21, D, load_enable[21], reset, clock);
	reg64 reg22 (R22, D, load_enable[22], reset, clock);
	reg64 reg23 (R23, D, load_enable[23], reset, clock);
	reg64 reg24 (R24, D, load_enable[24], reset, clock);
	reg64 reg25 (R25, D, load_enable[25], reset, clock);
	reg64 reg26 (R26, D, load_enable[26], reset, clock);
	reg64 reg27 (R27, D, load_enable[27], reset, clock);
	reg64 reg28 (R28, D, load_enable[28], reset, clock);
	reg64 reg29 (R29, D, load_enable[29], reset, clock);
	reg64 reg30 (R30, D, load_enable[30], reset, clock);
	assign R31 = 64'b0;
	mux32to1 muxA (A, SA, R00, R01, R02, R03, R04, R05, R06, R07, R08, R09, R10, R11, R12,
	R13, R14, R15, R16, R17, R18, R19, R20, R21, R22, R23, R24, R25, R26, R27, R28, R29, R30,
	R31);
	mux32to1 muxB (B, SB, R00, R01, R02, R03, R04, R05, R06, R07, R08, R09, R10, R11, R12,
	R13, R14, R15, R16, R17, R18, R19, R20, R21, R22, R23, R24, R25, R26, R27, R28, R29, R30,
	R31);
	assign r0 = R00[15:0];
	assign r1 = R01[15:0];
	assign r2 = R02[15:0];
	assign r3 = R03[15:0];
	assign r4 = R04[15:0];
	assign r5 = R05[15:0];
	assign r6 = R06[15:0];
	assign r7 = R07[15:0];
endmodule
module Shifter(A, shift_amount, left, right);
	input [63:0] A;  
	input [5:0] shift_amount;  
	output [63:0] left, right;
	assign left = A << shift_amount;
	assign right = A >> shift_amount;
endmodule 
module carry_lookahead_16bits(s, cout, a, b, cin);
	input [15:0] a,b;
	input cin;
	output [15:0] s;
	output cout;
	wire c1,c2,c3;
	carry_lookahead_4bits cla1(s[3:0], c1, a[3:0], b[3:0], cin);
	carry_lookahead_4bits cla2(s[7:4], c2, a[7:4], b[7:4], c1);
	carry_lookahead_4bits cla3(s[11:8], c3, a[11:8], b[11:8], c2);
	carry_lookahead_4bits cla4(s[15:12], cout, a[15:12], b[15:12], c3);
endmodule 
module carry_lookahead_4bits(s, cout, a, b, cin);
	input [3:0] a,b;
	input cin;
	output [3:0] s;
	output cout;
	wire [3:0] p,g,c;
	assign p=a|b; 
	assign g=a&b;  
	assign c[0]= cin;
	assign c[1]= g[0]|(p[0]&c[0]);
	assign c[2]= g[1] | (p[1]&g[0]) | p[1]&p[0]&c[0];
	assign c[3]= g[2] | (p[2]&g[1]) | p[2]&p[1]&g[0] | p[2]&p[1]&p[0]&c[0];
	assign cout= g[3] | (p[3]&g[2]) | p[3]&p[2]&g[1] | p[3]&p[2]&p[1]&p[0]&c[0];
	assign s=(a^b)^c;
endmodule
module carry_lookahead_64bits(s, cout, a, b, cin);
	input [63:0] a, b;
	input cin;
	output [63:0] s;
	output cout;
	wire c1,c2,c3;
	carry_lookahead_16bits cla1(s[15:0], c1, a[15:0], b[15:0], cin);
	carry_lookahead_16bits cla2(s[31:16], c2, a[31:16], b[31:16], c1);
	carry_lookahead_16bits cla3(s[47:32], c3, a[47:32], b[47:32], c2);
	carry_lookahead_16bits cla4(s[63:48], cout, a[63:48], b[63:48], c3);
endmodule 
module datapath(k,D,selbork,SA,SB,FS,Cin,clock,DA,status,W,reset, triSelBtoD, triSelFtoD,r0,r1,r2,r3,r4,r5,r6,r7);
input [63:0] k;
inout [63:0] D;
input [4:0] FS, SA, SB, DA;
input selbork, W, reset, clock, Cin, triSelBtoD, triSelFtoD;
output [3:0] status;
wire [63:0] A,B;
wire [63:0] F;
output[63:0] r0, r1, r2, r3, r4, r5, r6, r7;
RegisterFile32x64 REGFILETest(A,B,SA,SB,D,DA,W,reset,clock,r0,r1,r2,r3,r4,r5,r6,r7);
wire [63:0] muxOut;
assign muxOut = selbork ? k : B;
assign D = triSelBtoD ? B : 64'bz;
assign D = triSelFtoD ? F : 64'bz;
ALU_LEGv8 ALU_LEGv8Test(A, muxOut, FS, Cin, F, status);
endmodule
module decoder5to32 (S, m);
input [4:0]S;  
output [31:0]m;  
assign m[0] = ~S[4]&~S[3]&~S[2]&~S[1]&~S[0];
assign m[1] = ~S[4]&~S[3]&~S[2]&~S[1]& S[0];
assign m[2] = ~S[4]&~S[3]&~S[2]& S[1]&~S[0];
assign m[3] = ~S[4]&~S[3]&~S[2]& S[1]& S[0];
assign m[4] = ~S[4]&~S[3]& S[2]&~S[1]&~S[0];
assign m[5] = ~S[4]&~S[3]& S[2]&~S[1]& S[0];
assign m[6] = ~S[4]&~S[3]& S[2]& S[1]&~S[0];
assign m[7] = ~S[4]&~S[3]& S[2]& S[1]& S[0];
assign m[8] = ~S[4]& S[3]&~S[2]&~S[1]&~S[0];
assign m[9] = ~S[4]& S[3]&~S[2]&~S[1]& S[0];
assign m[10] = ~S[4]& S[3]&~S[2]& S[1]&~S[0];
assign m[11] = ~S[4]& S[3]&~S[2]& S[1]& S[0];
assign m[12] = ~S[4]& S[3]& S[2]&~S[1]&~S[0];
assign m[13] = ~S[4]& S[3]& S[2]&~S[1]& S[0];
assign m[14] = ~S[4]& S[3]& S[2]& S[1]&~S[0];
assign m[15] = ~S[4]& S[3]& S[2]& S[1]& S[0];
assign m[16] =  S[4]&~S[3]&~S[2]&~S[1]&~S[0];
assign m[17] =  S[4]&~S[3]&~S[2]&~S[1]& S[0];
assign m[18] =  S[4]&~S[3]&~S[2]& S[1]&~S[0];
assign m[19] =  S[4]&~S[3]&~S[2]& S[1]& S[0];
assign m[20] =  S[4]&~S[3]& S[2]&~S[1]&~S[0];
assign m[21] =  S[4]&~S[3]& S[2]&~S[1]& S[0];
assign m[22] =  S[4]&~S[3]& S[2]& S[1]&~S[0];
assign m[23] =  S[4]&~S[3]& S[2]& S[1]& S[0];
assign m[24] =  S[4]& S[3]&~S[2]&~S[1]&~S[0];
assign m[25] =  S[4]& S[3]&~S[2]&~S[1]& S[0];
assign m[26] =  S[4]& S[3]&~S[2]& S[1]&~S[0];
assign m[27] =  S[4]& S[3]&~S[2]& S[1]& S[0];
assign m[28] =  S[4]& S[3]& S[2]&~S[1]&~S[0];
assign m[29] =  S[4]& S[3]& S[2]&~S[1]& S[0];
assign m[30] =  S[4]& S[3]& S[2]& S[1]&~S[0];
assign m[31] =  S[4]& S[3]& S[2]& S[1]& S[0];
endmodule
module mux32to1(F, S, I00, I01, I02, I03, I04, I05, I06, I07, I08, I09, I10, I11, I12,
I13, I14, I15, I16, I17, I18, I19, I20, I21, I22, I23, I24, I25, I26, I27, I28, I29, I30, I31);
	output reg [63:0]F;  
	input [4:0]S;  
	input [63:0]I00, I01, I02, I03, I04, I05, I06, I07, I08, I09, I10, I11, I12, I13, I14, I15,
	I16, I17, I18, I19, I20, I21, I22, I23, I24, I25, I26, I27, I28, I29, I30, I31;
	always @(*) begin
		case(S)
			5'd00: F <= I00;
			5'd01: F <= I01;
			5'd02: F <= I02;
			5'd03: F <= I03;
			5'd04: F <= I04;
			5'd05: F <= I05;
			5'd06: F <= I06;
			5'd07: F <= I07;
			5'd08: F <= I08;
			5'd09: F <= I09;
			5'd10: F <= I10;
			5'd11: F <= I11;
			5'd12: F <= I12;
			5'd13: F <= I13;
			5'd14: F <= I14;
			5'd15: F <= I15;
			5'd16: F <= I16;
			5'd17: F <= I17;
			5'd18: F <= I18;
			5'd19: F <= I19;
			5'd20: F <= I20;
			5'd21: F <= I21;
			5'd22: F <= I22;
			5'd23: F <= I23;
			5'd24: F <= I24;
			5'd25: F <= I25;
			5'd26: F <= I26;
			5'd27: F <= I27;
			5'd28: F <= I28;
			5'd29: F <= I29;
			5'd30: F <= I30;
			5'd31: F <= I31;
			default: F <= I00; 
		endcase
	end
endmodule
module reg64(Q, D, L, R, clock);
output reg [63:0]Q;  
input [63:0]D;  
input L;  
input R;  
input clock;
always @(posedge clock or posedge R) begin
if(R)
Q <= 0;
else if(L)
Q <= D;
else
Q <= Q;
end
endmodule
$ cat design/flow/run.sh
#!/bin/bash
# OpenROAD 26Q1-2900-gdf79404cd8, Yosys 0.63+post, stock flow scripts
make -C /OpenROAD-flow-scripts/flow DESIGN_CONFIG=/design/flow/config.mk WORK_HOME=/design/flow/orfs finish
==> flow_metrics.py <==
# Flow results
metrics = {
    "status": {
        "status": "did not finish",
        "stop_stage": "clock tree synthesis (4_1_cts)",
        "error": "[error] [KeplerFormal.cpp:679] Workflow failed: Iso has multiple drivers: .D4, _14304_.Y0",
    },
    "synth": {
        "synthAdderAreaFrac": 0.0173,
        "yosys.stat.seqShare": 0.450,
        "syn_area_um2": 110000,
        "mux_area_frac": 0.0614,
        "edf_count": 0,
        "ys_types": 96,
        "yosysWarnings": 212,
        "synthAoiAreaFrac": 0.182,
        "yosys_area_um2": 110000,
        "xor_share": 0.0122,
        "top_logic_kind": "simple AND/OR/NAND/NOR gates",
        "synthFlopType": "dfrtp_1",
        "ys_cells": 12600,
        "synth.avg_cell_area_um2": 8.72,
        "syn_inst": 12600,
        "synth-async-reset-ratio": 1.00,
        "simple_gate_share": 0.192,
        "synth_flops": 1984,
    },
    "floorplan": {
        "boundaryPins": 671,
        "die_h_um": 472,
        "fp_util": 0.506,
        "die_w_um": 472,
        "rows": 171,
    },
    "cts": {
        "cts_buffers": 198,
        "cts_root_buf": "clkbuf_16",
        "cts_max_level": 4,
        "cts_sinks": 1984,
        "postCtsSetupBuffers": 0,
        "clk_path_buf_depth": 3,
        "ctsResizeCount": 0,
        "ctsHoldBuffers": 0,
    },
    "place": {
        "pre_cts_ws_ns": 136.38,
        "placed_cell_area_um2": 115000,
        "place_congestion": 1.12,
        "io_buffers": 215,
        "dpl.hpwl_um": 413000,
    },
}
## cells in the mapped netlist (131+ instances only)
| cell type | instances | area share |
|---|---|---|
| a2111oi_0 | 131 | 0.010 |
| a211oi_1 | 174 | 0.012 |
| a21oi_1 | 333 | 0.015 |
| a22oi_1 | 223 | 0.015 |
| and3_1 | 472 | 0.027 |
| buf_4 | 532 | 0.036 |
| clkbuf_1 | 985 | 0.034 |
| dfrtp_1 | 1984 | 0.45 |
| inv_1 | 250 | 0.0085 |
| mux2_2 | 304 | 0.031 |
| mux2i_1 | 250 | 0.023 |
| nand2_1 | 2504 | 0.085 |
| nand3_1 | 497 | 0.023 |
| nand4_1 | 147 | 0.0083 |
| nor2_1 | 418 | 0.014 |
| o21ai_0 | 1700 | 0.077 |
## kinds of logic after synthesis
logic type / after synthesis
compound gates: 3244
xor+xnor: 154
fa+ha+maj: 143
buf+inv: 1933
flops: 1984
mux: 593
other cells: 1
simple gates: 4595
## stage by stage
stage / hold WS [ns] / cells
global placement: 0.453 / 15100
detailed placement: 0.455 / 15100
floorplan: 0.438 / 13000
