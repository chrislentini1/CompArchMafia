==> flow/design.v <==
module ALU_LEGv8(A, B, FS, Cin, F, status);
	input [63:0] A, B;  
	input [4:0]FS;  
	input Cin;  
	output [63:0]F;  
	output [3:0]status;  
	wire Z, N, Cout, V;
	assign status = {V, Cout, N, Z};  
	wire [63:0] A_Signal, B_Signal;
	assign A_Signal = FS[1] ? ~A : A;  
	assign B_Signal = FS[0] ? ~B : B;  
	assign N = F[63];
	assign Z = (F == 64'b0) ? 1'b1 : 1'b0;
	assign V = ~(A_Signal[63] ^ B_Signal[63]) & (F[63] ^ A_Signal[63]);
	wire [63:0]and_output, or_output, xor_output, add_output, shift_left, shift_right;
	assign and_output = A_Signal & B_Signal;
	assign or_output = A_Signal | B_Signal;
	assign xor_output = A_Signal ^ B_Signal;
	carry_lookahead_64bits cla(add_output, Cout, A_Signal, B_Signal, Cin);
	Shifter shift_inst (A, B[5:0], shift_left, shift_right);
	Mux8to1_64bit main_mux (F, FS[4:2], and_output, or_output, add_output, xor_output, shift_left, shift_right, 64'b0, 64'b0);
endmodule 
module LEGv8_RAM(address, clock, in, writeEn, out, mem1,mem2,mem3,mem4);
	input [7:0] address;
	input clock, writeEn;
	input [63:0] in;
	output reg [63:0] out;
	output [63:0] mem1,mem2,mem3,mem4;
	parameter memory_words = 256;
	reg [63:0] mem [0:memory_words-1];
	always @(posedge clock) begin
		if(writeEn) begin
			mem[address] <= in;
		end
	end
	always @(*) begin
			out <= mem[address];
		end
		assign mem1=mem[1];
		assign mem2=mem[2];
		assign mem3=mem[3];
		assign mem4=mem[4];
endmodule
module Mux8to1_64bit(F, S, I0, I1, I2, I3, I4, I5, I6, I7);
	input [63:0]I0, I1, I2, I3, I4, I5, I6, I7;
	input [2:0]S;
	output [63:0]F;
	assign F = S[2] ? (S[1] ? (S[0] ? I7 : I6) : (S[0] ? I5 : I4)) : (S[1] ? (S[0] ? I3 : I2) : (S[0] ? I1 : I0));
endmodule 
module RegisterFile32x64(A, B, SA, SB, D, DA, W, reset, clock, r0, r1, r2, r3, r4, r5, r6, r7);
	output [63:0]A;  
	output [63:0]B;  
	input [4:0]SA;  
	input [4:0]SB;  
	input [63:0]D;  
	input [4:0]DA;  
	input W;  
	input reset;  
	input clock;
	output [15:0] r0, r1, r2, r3, r4, r5, r6, r7;  
	wire [31:0]m; 
	wire [31:0]load_enable; 
	decoder5to32 decoder (DA, m); 
	assign load_enable = m & {32{W}};
	wire [63:0]R00, R01, R02, R03, R04, R05, R06, R07, R08, R09;
	wire [63:0]R10, R11, R12, R13, R14, R15, R16, R17, R18, R19;
	wire [63:0]R20, R21, R22, R23, R24, R25, R26, R27, R28, R29;
	wire [63:0]R30, R31;
	reg64 reg00 (R00, D, load_enable[0], reset, clock);
	reg64 reg01 (R01, D, load_enable[1], reset, clock);
	reg64 reg02 (R02, D, load_enable[2], reset, clock);
	reg64 reg03 (R03, D, load_enable[3], reset, clock);
	reg64 reg04 (R04, D, load_enable[4], reset, clock);
	reg64 reg05 (R05, D, load_enable[5], reset, clock);
	reg64 reg06 (R06, D, load_enable[6], reset, clock);
	reg64 reg07 (R07, D, load_enable[7], reset, clock);
	reg64 reg08 (R08, D, load_enable[8], reset, clock);
	reg64 reg09 (R09, D, load_enable[9], reset, clock);
	reg64 reg10 (R10, D, load_enable[10], reset, clock);
	reg64 reg11 (R11, D, load_enable[11], reset, clock);
	reg64 reg12 (R12, D, load_enable[12], reset, clock);
	reg64 reg13 (R13, D, load_enable[13], reset, clock);
	reg64 reg14 (R14, D, load_enable[14], reset, clock);
	reg64 reg15 (R15, D, load_enable[15], reset, clock);
	reg64 reg16 (R16, D, load_enable[16], reset, clock);
	reg64 reg17 (R17, D, load_enable[17], reset, clock);
	reg64 reg18 (R18, D, load_enable[18], reset, clock);
	reg64 reg19 (R19, D, load_enable[19], reset, clock);
	reg64 reg20 (R20, D, load_enable[20], reset, clock);
	reg64 reg21 (R21, D, load_enable[21], reset, clock);
	reg64 reg22 (R22, D, load_enable[22], reset, clock);
	reg64 reg23 (R23, D, load_enable[23], reset, clock);
	reg64 reg24 (R24, D, load_enable[24], reset, clock);
	reg64 reg25 (R25, D, load_enable[25], reset, clock);
	reg64 reg26 (R26, D, load_enable[26], reset, clock);
	reg64 reg27 (R27, D, load_enable[27], reset, clock);
	reg64 reg28 (R28, D, load_enable[28], reset, clock);
	reg64 reg29 (R29, D, load_enable[29], reset, clock);
	reg64 reg30 (R30, D, load_enable[30], reset, clock);
	assign R31 = 64'b0;
	mux32to1 muxA (A, SA, R00, R01, R02, R03, R04, R05, R06, R07, R08, R09, R10, R11, R12,
	R13, R14, R15, R16, R17, R18, R19, R20, R21, R22, R23, R24, R25, R26, R27, R28, R29, R30,
	R31);
	mux32to1 muxB (B, SB, R00, R01, R02, R03, R04, R05, R06, R07, R08, R09, R10, R11, R12,
	R13, R14, R15, R16, R17, R18, R19, R20, R21, R22, R23, R24, R25, R26, R27, R28, R29, R30,
	R31);
	assign r0 = R00[15:0];
	assign r1 = R01[15:0];
	assign r2 = R02[15:0];
	assign r3 = R03[15:0];
	assign r4 = R04[15:0];
	assign r5 = R05[15:0];
	assign r6 = R06[15:0];
	assign r7 = R07[15:0];
endmodule
module Shifter(A, shift_amount, left, right);
	input [63:0] A;  
	input [5:0] shift_amount;  
	output [63:0] left, right;
	assign left = A << shift_amount;
	assign right = A >> shift_amount;
endmodule 
module carry_lookahead_16bits(s, cout, a, b, cin);
	input [15:0] a,b;
	input cin;
	output [15:0] s;
	output cout;
	wire c1,c2,c3;
	carry_lookahead_4bits cla1(s[3:0], c1, a[3:0], b[3:0], cin);
	carry_lookahead_4bits cla2(s[7:4], c2, a[7:4], b[7:4], c1);
	carry_lookahead_4bits cla3(s[11:8], c3, a[11:8], b[11:8], c2);
	carry_lookahead_4bits cla4(s[15:12], cout, a[15:12], b[15:12], c3);
endmodule 
module carry_lookahead_4bits(s, cout, a, b, cin);
	input [3:0] a,b;
	input cin;
	output [3:0] s;
	output cout;
	wire [3:0] p,g,c;
	assign p=a|b; 
	assign g=a&b;  
	assign c[0]= cin;
	assign c[1]= g[0]|(p[0]&c[0]);
	assign c[2]= g[1] | (p[1]&g[0]) | p[1]&p[0]&c[0];
	assign c[3]= g[2] | (p[2]&g[1]) | p[2]&p[1]&g[0] | p[2]&p[1]&p[0]&c[0];
	assign cout= g[3] | (p[3]&g[2]) | p[3]&p[2]&g[1] | p[3]&p[2]&p[1]&p[0]&c[0];
	assign s=(a^b)^c;
endmodule
module carry_lookahead_64bits(s, cout, a, b, cin);
	input [63:0] a, b;
	input cin;
	output [63:0] s;
	output cout;
	wire c1,c2,c3;
	carry_lookahead_16bits cla1(s[15:0], c1, a[15:0], b[15:0], cin);
	carry_lookahead_16bits cla2(s[31:16], c2, a[31:16], b[31:16], c1);
	carry_lookahead_16bits cla3(s[47:32], c3, a[47:32], b[47:32], c2);
	carry_lookahead_16bits cla4(s[63:48], cout, a[63:48], b[63:48], c3);
endmodule 
module datapathWithMemory(k,D,selbork, SA, SB, FS, Cin, clock, DA, status, W, reset, triSelBtoD, triSelFtoD, triSelFtoA, triSelOuttoD, writeEn, readEn, r0, r1, r2, r3, r4, r5, r6, r7);
input clock, writeEn, readEn, selbork, W, reset, Cin, triSelBtoD, triSelFtoD, triSelFtoA, triSelOuttoD;
input [63:0] k;
inout [63:0] D;
input [4:0] FS, SA, SB, DA;
output [3:0] status;
output [15:0] r0, r1, r2, r3, r4, r5, r6, r7;
wire [63:0] memOut;
wire [63:0] A,B,F,muxOut;
wire [31:0] P;  
RegisterFile32x64 regFile(A, B, SA, SB, D, DA, W, reset, clock, r0, r1, r2, r3, r4, r5, r6, r7);
LEGv8_RAM RAM(P, clock, D, writeEn, memOut, readEn);
ALU_LEGv8 alu(A, muxOut, FS, Cin, F, status);
assign muxOut = selbork ? k : B;
assign D = triSelBtoD ? B : 64'bz;
assign P = triSelFtoA ? F[7:0] : 8'bz;
assign D = triSelFtoD ? F : 64'bz;
assign D = triSelOuttoD ? memOut : 64'bz;
endmodule
module decoder5to32 (S, m);
input [4:0]S;  
output [31:0]m;  
assign m[0] = ~S[4]&~S[3]&~S[2]&~S[1]&~S[0];
assign m[1] = ~S[4]&~S[3]&~S[2]&~S[1]& S[0];
assign m[2] = ~S[4]&~S[3]&~S[2]& S[1]&~S[0];
assign m[3] = ~S[4]&~S[3]&~S[2]& S[1]& S[0];
assign m[4] = ~S[4]&~S[3]& S[2]&~S[1]&~S[0];
assign m[5] = ~S[4]&~S[3]& S[2]&~S[1]& S[0];
assign m[6] = ~S[4]&~S[3]& S[2]& S[1]&~S[0];
assign m[7] = ~S[4]&~S[3]& S[2]& S[1]& S[0];
assign m[8] = ~S[4]& S[3]&~S[2]&~S[1]&~S[0];
assign m[9] = ~S[4]& S[3]&~S[2]&~S[1]& S[0];
assign m[10] = ~S[4]& S[3]&~S[2]& S[1]&~S[0];
assign m[11] = ~S[4]& S[3]&~S[2]& S[1]& S[0];
assign m[12] = ~S[4]& S[3]& S[2]&~S[1]&~S[0];
assign m[13] = ~S[4]& S[3]& S[2]&~S[1]& S[0];
assign m[14] = ~S[4]& S[3]& S[2]& S[1]&~S[0];
assign m[15] = ~S[4]& S[3]& S[2]& S[1]& S[0];
assign m[16] =  S[4]&~S[3]&~S[2]&~S[1]&~S[0];
assign m[17] =  S[4]&~S[3]&~S[2]&~S[1]& S[0];
assign m[18] =  S[4]&~S[3]&~S[2]& S[1]&~S[0];
assign m[19] =  S[4]&~S[3]&~S[2]& S[1]& S[0];
assign m[20] =  S[4]&~S[3]& S[2]&~S[1]&~S[0];
assign m[21] =  S[4]&~S[3]& S[2]&~S[1]& S[0];
assign m[22] =  S[4]&~S[3]& S[2]& S[1]&~S[0];
assign m[23] =  S[4]&~S[3]& S[2]& S[1]& S[0];
assign m[24] =  S[4]& S[3]&~S[2]&~S[1]&~S[0];
assign m[25] =  S[4]& S[3]&~S[2]&~S[1]& S[0];
assign m[26] =  S[4]& S[3]&~S[2]& S[1]&~S[0];
assign m[27] =  S[4]& S[3]&~S[2]& S[1]& S[0];
assign m[28] =  S[4]& S[3]& S[2]&~S[1]&~S[0];
assign m[29] =  S[4]& S[3]& S[2]&~S[1]& S[0];
assign m[30] =  S[4]& S[3]& S[2]& S[1]&~S[0];
assign m[31] =  S[4]& S[3]& S[2]& S[1]& S[0];
endmodule
module mux32to1(F, S, I00, I01, I02, I03, I04, I05, I06, I07, I08, I09, I10, I11, I12,
I13, I14, I15, I16, I17, I18, I19, I20, I21, I22, I23, I24, I25, I26, I27, I28, I29, I30, I31);
	output reg [63:0]F;  
	input [4:0]S;  
	input [63:0]I00, I01, I02, I03, I04, I05, I06, I07, I08, I09, I10, I11, I12, I13, I14, I15,
	I16, I17, I18, I19, I20, I21, I22, I23, I24, I25, I26, I27, I28, I29, I30, I31;
	always @(*) begin
		case(S)
			5'd00: F <= I00;
			5'd01: F <= I01;
			5'd02: F <= I02;
			5'd03: F <= I03;
			5'd04: F <= I04;
			5'd05: F <= I05;
			5'd06: F <= I06;
			5'd07: F <= I07;
			5'd08: F <= I08;
			5'd09: F <= I09;
			5'd10: F <= I10;
			5'd11: F <= I11;
			5'd12: F <= I12;
			5'd13: F <= I13;
			5'd14: F <= I14;
			5'd15: F <= I15;
			5'd16: F <= I16;
			5'd17: F <= I17;
			5'd18: F <= I18;
			5'd19: F <= I19;
			5'd20: F <= I20;
			5'd21: F <= I21;
			5'd22: F <= I22;
			5'd23: F <= I23;
			5'd24: F <= I24;
			5'd25: F <= I25;
			5'd26: F <= I26;
			5'd27: F <= I27;
			5'd28: F <= I28;
			5'd29: F <= I29;
			5'd30: F <= I30;
			5'd31: F <= I31;
			default: F <= I00; 
		endcase
	end
endmodule
module reg64(Q, D, L, R, clock);
output reg [63:0]Q;  
input [63:0]D;  
input L;  
input R;  
input clock;
always @(posedge clock or posedge R) begin
if(R)
Q <= 0;
else if(L)
Q <= D;
else
Q <= Q;
end
endmodule
==> flow/run.sh <==
#!/bin/bash
# OpenROAD 26Q1-2900-gdf79404cd8, Yosys 0.63+post, stock flow scripts
make -C /OpenROAD-flow-scripts/flow DESIGN_CONFIG=/design/flow/config.mk WORK_HOME=/design/flow/orfs finish
==> flow/config.mk <==
export PLATFORM = sky130hd
export DESIGN_NAME = datapathWithMemory
export DESIGN_NICKNAME = datapathWithMemory
export VERILOG_FILES = /design/flow/design.v
export SDC_FILE = /design/flow/constraint.sdc
export NUM_CORES = 4
export LEC_CHECK = 1
export CORE_UTILIZATION = 30
export SYNTH_MEMORY_MAX_BITS = 65536
==> flow/constraint.sdc <==
current_design datapathWithMemory

set clk_period 821.2
set clk_io_pct 0.2

create_clock -name clk0 -period $clk_period [get_ports {clock}]

set non_clock_inputs [all_inputs -no_clocks]
set_input_delay [expr $clk_period * $clk_io_pct] -clock clk0 $non_clock_inputs
set_output_delay [expr $clk_period * $clk_io_pct] -clock clk0 [all_outputs]
==> flow_metrics.tcl <==
# collected from the flow reports
set metrics [dict create \
    status "stopped before the end" \
    lastStage "clock tree synthesis (4_1_cts)" \
    firstError "[error] [KeplerFormal.cpp:679] Workflow failed: Iso has multiple drivers: .D2, place6627.X0" \
    fp_util_pct 30.08 \
    gp_congestion 1.053 \
    die_y_mm 1.534 \
    dp_cells 66456 \
    netlist_area_mm2 0.7041 \
    ys_cells 34515 \
    flop_cell "edfxtp_1" \
    async_reset_ff_share_pct 10.95 \
    clockRootBuffer "clkbuf_16" \
    cts.sink_count 18112 \
    ctsLongestPathBuffers 6 \
    avgSynthCellArea_um2 20.40 \
    die_x_mm 1.534 \
    synth_flops 18112 \
    cts_max_level 7 \
    cts_setup_buffers 0 \
    ios 291 \
    synth_seq_share_pct 75.83 \
    std_cell_rows 562 \
    synth_cell_types 107 \
    cts_resized 0 \
    syn-instance-count 34515 \
    cts_buffers 1772 \
    yosys_warnings 1345 \
    hpwl_mm 2186 \
    ys_chip_area_mm2 0.7041 \
    holdBufCountCts 0 \
    numPortBuffers 216 \
    edf_count 16128 \
]
cells by family after synthesis:
family	after synthesis	synth area share (%)
AND/OR/NAND/NOR	4138	2.837
XOR/XNOR	122	0.1518
AND-OR/OR-AND	3676	3.575
buffers and inverters	2520	1.778
multiplexers	5937	15.81
flip-flops	18112	75.83
adder cells (fa/ha/maj)	10	0.01510
cell usage after synthesis, types with 17 or more instances:
master	count	area share (%)
edfxtp_1	16128	69
mux4_2	4022	13
dfrtp_1	1984	7.1
nand2_1	1271	0.68
clkbuf_1	1249	0.67
mux2_2	1206	1.9
a22oi_1	1204	1.3
nor2_1	903	0.48
a21oi_1	747	0.53
mux2i_1	704	1.0
nand3_1	669	0.48
o21ai_0	563	0.40
buf_2	500	0.36
and3_1	405	0.36
nand4_1	352	0.31
buf_4	302	0.32
buf_1	243	0.13
a22o_1	213	0.26
a221oi_1	208	0.26
buf_6	163	0.26
o22ai_1	144	0.13
nor3_1	126	0.090
a2111oi_0	121	0.15
xnor2_1	120	0.15
nor4_1	110	0.098
a31oi_1	71	0.063
a211oi_1	56	0.060
o211ai_1	54	0.058
inv_1	51	0.027
a32oi_1	33	0.041
nand2b_1	31	0.028
and4_1	30	0.037
o31ai_1	30	0.032
or4_1	28	0.030
or3_1	27	0.024
a221o_1	23	0.033
and2_1	23	0.020
nor2b_1	21	0.019
nand3b_1	20	0.021
o2111ai_1	19	0.024
o22a_1	18	0.022
or2_2	17	0.015
stage by stage:
stage | power [µW] | setup WS, ps | cell area [µm²]
after detailed placement | 6185 | 478920 | 762300
after global placement | 1089 | 482670 | 762200
after floorplan | 1086 | 433810 | 704100
No activity file was given, so power comes from the tool's default toggle rates.
